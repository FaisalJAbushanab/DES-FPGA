===== flow/run.sh =====
#!/bin/bash
# OpenROAD 26Q1-2900-gdf79404cd8, Yosys 0.63+post, stock flow scripts
make -C /OpenROAD-flow-scripts/flow DESIGN_CONFIG=/design/flow/config.mk WORK_HOME=/design/flow/orfs finish

===== flow/design.v =====
module PC(
  input clk, iPc,
  output reg fPc,
  input wire [55:0] input56,
  output reg [47:0] output48
);
	always @(posedge clk) begin
		if(iPc) begin
			output48 <= {
						  input56[13], input56[16], input56[10], input56[23],
                    input56[0],  input56[4],  input56[2],  input56[27],
                    input56[14], input56[5],  input56[20], input56[9],
                    input56[22], input56[18], input56[11], input56[3],
                    input56[25], input56[7],  input56[15], input56[6],
                    input56[26], input56[19], input56[12], input56[1],
                    input56[40], input56[51], input56[30], input56[36],
                    input56[46], input56[54], input56[29], input56[39],
                    input56[50], input56[44], input56[32], input56[47],
                    input56[43], input56[48], input56[38], input56[55],
                    input56[33], input56[52], input56[45], input56[41],
                    input56[49], input56[35], input56[28], input56[31]
						  };
			fPc <= 1'b1;
		end else begin
			fPc <= 1'b0;
		end
	end
endmodule

===== flow/config.mk =====
export PLATFORM = sky130hd
export DESIGN_NAME = PC
export DESIGN_NICKNAME = PC
export VERILOG_FILES = /design/flow/design.v
export SDC_FILE = /design/flow/constraint.sdc
export NUM_CORES = 4
export LEC_CHECK = 1
export CORE_AREA = 10 10 104 104
export DIE_AREA = 0 0 114 114

===== flow/constraint.sdc =====
current_design PC

set clk_period 1.0
set clk_io_pct 0.2

create_clock -name clk0 -period $clk_period [get_ports {clk}]

set non_clock_inputs [all_inputs -no_clocks]
set_input_delay [expr $clk_period * $clk_io_pct] -clock clk0 $non_clock_inputs
set_output_delay [expr $clk_period * $clk_io_pct] -clock clk0 [all_outputs]

==> results.yml <==
# flow metrics
critical_path:
  crit_chain: "buf_2"
  endpoint_kind: "primary output"
  cp-start-kind: "flop"
  slowest_stage: "edfxtp_1"
  crit_arrival_ps: 790
  cp_top_family: "flip-flops"
  cp_max_fo: 1
  critPathMaxStageDelay_ps: 370
  worst-path-buf-inv: 1
  cp.required_ps: 800
  setup.worst_path.class: "flop to primary output"
  startpoint: "output48[9]"
clock_tree:
  cts_buffer_depth: 2
  clk_pin_slew_ps: 80
  numCtsBuffers: 5
  root_buffer: "clkbuf_8"
  htreeDepth: 2
  cts_sinks: 49
  cts_hold_buf: 0
  post-cts-setup-buffers: 0
  cts_tree: "yes"
floorplanning:
  die_h_um: 114
  io_pins: 107
  initial_core_util_pct: 16.8
  dieArea_um2: 13000
  die_width_um: 114
  core_area_um2: 8680
  num_rows: 34
logic_synthesis:
  ys.warnings.count: 1
  ys_chip_area_um2: 1460
  synth_area_um2: 1460
  synth_flops: 49
  synth.distinct_cells: 2
  syn_inst: 49
  synth_area_per_cell_um2: 29.8
  ys_seq_share_pct: 100
  yosys_cells: 49
final_layout:
  layout.cells.non_filler: 265
  mi_logic_area_um2: 0
  syn_to_final_growth_pct: 67.8
  fin_util_pct: 28.3
  comb_cells: 0
  fin_area_um2: 2450
  drive_above_1_share_pct: 37.6
worst_hold_path:
  worstHoldPathCells: 2
  min_from: "iPc"
  worstHoldEndpoint: "fPc"
  min_path_type: "input port to flop"
pwr:
  ir_drop_uv: 515
  p_leak_nw: 0.925
  total_power_mw: 3.88
  p_per_area_nw_per_um2: 1580
sta:
  finalCritPeriodShare_pct: 99.5
  fin_tns_setup_ps: 0
  maxSlewHeadroom_pct: 91.0
  finalCriticalPeriod_ps: 995
  rsz0062_at_grt: "true"
  fmax_ghz: 1.01
  hold_viol: 0
  slew_violations: 0
  setup_viol: 0
  worstMarginPinSlew_ps: 136
detailed_routing:
  drc: 0
  antenna_cells: 0
  wl_per_cell_um: 15.4
  ant_nets: 0
  wirelength_um: 4090
  vias: 889
  drt_iter0_drc: 53
  viasPerCell: 3.35
  dr.pass1.iters: 2
global_route:
  grt_pass1_vias: 958
  antenna_found_initial: 3
  grt_max_degree: 21
  grt_pass1_wl_um: 6110
  grtUsageTotal_pct: 6.25
  grt_remaining_overflow: 0
placed_design:
  gp_congestion: 0.739
  port_buffers: 98
  post-dp-hpwl_um: 3420
  postPlaceCellArea_um2: 2620
  place_inst: 258
job:
  warning_count: 38
  cap_violations: 0
outcome:
  outcome: "finished, final reports clean"
-- sequential cells by signal, summed over array words and instances (netlist names) --
name      flops
output48     48
fPc           1
-- synthesized netlist by cell type --
| library cell | instances | area (um^2) |
|---|---|---|
| dfxtp_1 | 1 | 20.0 |
| edfxtp_1 | 48 | 1440 |
-- stage by stage --
stage,hold slack (ps),worst slack (ps)
after detailed placement,586,-13.2
after global placement,584,-24.5
after floorplan,228,501
final,274,5.28
after CTS,269,-20.8
after global routing,258,-39.6
-- repair_timing --
action	4_1_cts	5_1_grt
endpoints found under the hold margin	0	0
pin swaps	0	0
endpoints found under the setup margin	49	44
gates resized	152	2
-- cell families (layout without fill, tap and decap cells) --
logic type	Yosys count	in the layout	share of synthesized area, %
buf+inv	0	108	0
flops	49	49	100
-- worst max path at each step --
stage / endpoint / slack [ps] / depth (start not counted)
after CTS: output48[9] / -20 / 1
after global routing: output48[9] / -40 / 1
final: output48[9] / 5 / 1
-- power breakdown --
part	internal [mW]	switching (mW)	total, mW
sequential	2.43	0.0320	2.46
combinational	0.275	0.0990	0.374
clock	0.472	0.571	1.04
-- layout make-up --
type / instances / area (um^2)
Fill cell: 899 / 6230
Tap cell: 108 / 135
Sequential cell: 49 / 1460
Clock inverter: 1 / 3.75
Clock buffer: 6 / 72.6
Timing Repair Buffer: 101 / 778
-- cell usage in the layout (no fill, tap or decap), drive strengths merged --
cell and n:
buf 52, clkinv 1, clkdlybuf4s50 48, dfxtp 1, clkbuf 7, edfxtp 48
-- routing by layer --
metal	GRT usage (%)	vias to the layer above	routed length (um)	part of all wire (%)
met5	0	-	40	0.98
met4	0.585	6	29	0.71
met3	5.00	9	651	16
met2	9.26	60	1890	46
met1	7.27	405	1480	36
li1	-	409	-	-
Power is estimated from default activity; no workload was simulated.
