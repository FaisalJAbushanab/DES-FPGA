==> /design/flow/design.v <==
module clk(
	input inClock,
	output reg outClock,
	input clear     
);
	parameter IN_CLOCK  = (50000000); 	 
	parameter OUT_CLOCK =  5; 				 
	parameter COUNT_MAX   = (IN_CLOCK / OUT_CLOCK)/2;   
	parameter CLOCK_WIDTH = $clog2(IN_CLOCK / OUT_CLOCK); 
	reg [CLOCK_WIDTH:0] counter;
	initial begin
		counter <=0;
		outClock <=0;
	end
	always @(posedge inClock)
		begin
			if(counter == COUNT_MAX) begin
				outClock = ~outClock;
				counter <= 0;
			end
			else 
				counter <= counter + 1;
		end
endmodule
==> /design/flow/run.sh <==
#!/bin/bash
# OpenROAD 26Q1-2900-gdf79404cd8, Yosys 0.63+post, stock flow scripts
make -C /OpenROAD-flow-scripts/flow DESIGN_CONFIG=/design/flow/config.mk WORK_HOME=/design/flow/orfs finish
==> /design/flow/config.mk <==
export PLATFORM = sky130hd
export DESIGN_NAME = clk
export DESIGN_NICKNAME = clk
export VERILOG_FILES = /design/flow/design.v
export SDC_FILE = /design/flow/constraint.sdc
export NUM_CORES = 4
export LEC_CHECK = 1
export CORE_AREA = 10 10 96 96
export DIE_AREA = 0 0 106 106
==> /design/flow/constraint.sdc <==
current_design clk

set clk_period 3.2
set clk_io_pct 0.2

create_clock -name clk0 -period $clk_period [get_ports {inClock}]

set non_clock_inputs [all_inputs -no_clocks]
set_input_delay [expr $clk_period * $clk_io_pct] -clock clk0 $non_clock_inputs
set_output_delay [expr $clk_period * $clk_io_pct] -clock clk0 [all_outputs]
==> reports/qor.txt <==
Synth top area share: 0.415
Final period util: 0.548
Worst EP arrival: 1.71 ns
Finished Layout Cells: 223
static leakage: 0.430 nW
CTS tree: yes
DR vias: 797
global-route usage over all layers: 0.0359
drt drc: 0
Synth area leader: dfxtp_1
Power per Cell Area: 399 nW/um^2
Die Y: 106 um
vias in the first global route: 777
Diodes inserted: 0
R2R cell count: 5
Critical Path Source Type: flip-flop
Hold Crit Start: counter[23]
r2r setup slk: 1.45 ns
Post-Synthesis Cells: 119
Die Width: 106 um
worst setup margin: 1.45 ns
Max-Cap Viols: 0
reg2reg end: outClock
share of cells above drive strength 1: 0.105
syn_area_per_cell: 10.1 sq um
asr flop ratio synth: 0
Tmin final: 1.75 ns
# Cells Yosys: 119
count leader, synth: dfxtp_1
CP Capture Type: flip-flop
Hold Crit Depth: 1
clk latency of the worst-skew pair: 0.27 ns
status: completed
DRT iter0 DRCs: 15
Ys Warns: 1
P&R area growth vs syn: 16.6%
Post-DRT Antenna Nets: 0
setup TNS: 0 ns
Final Hold Violation Tally: 0
final wirelength: 1960 um
Most used DFF post-synth: dfxtp_1
Vias/cell: 3.57
worst-path maximum fanout: 9
die area: 11,200 sq um
Starting Density: 0.167
Synthesized registers: 26
# port buffers: 1
fmax: 570 MHz
hold_ws: 0.486 ns
Worst slew margin: 0.680
CTS resizes: 0
setup violators final: 0
Synth Seq Share: 0.440
reg2reg start: counter[0]
WHS Endpoint: counter[23]
CTS clk-pin slew, worst paths: 0.09 ns
Cell Rows: 31
Tool Warnings: 27
distinct lib cells: 29
kind of critical path: flip-flop to flip-flop
Hold Path Class: flip-flop to flip-flop
final global-route overflow total: 0
Hold Buf Count CTS: 0
Slew Viols, Final: 0
Avg WL per Cell: 8.78 um
Placed Instance Area: 1340 sq um
clk sink count: 26
biggest area cells: dfxtp_1, xnor2_1, nand3_1
post-placement setup slack: 1.42 ns
Worst-Margin Slew: 0.473 ns
synthesized cell area: 1210 sq um
first-pass GRT wire length: 3550 um
antenna violations before repair: 0
Finished Cell Area: 1410 sq um
top cells by count: dfxtp_1, xnor2_1, nand3_1
post-detail-place hpwl: 1410 um
Fin Clk Skew: 0.00511 ns
RSZ-0062 raised after global routing: false
placed insts: 219
Post-synth EDFFs: 1
yosys synthesis chip area: 1210 sq um
TritonCTS Buffers: 3
largest net degree at the start of global routing: 16
Core Box Area: 7210 sq um
Clock Tree Buf Depth: 2
required time worst endpoint: 3.16 ns
routability cong.: 0.829
IO Count: 3
Detailed Routing Iterations Pass 1: 4
worst vdd ir: 0.000365 V
postcts setup bufs: 0
H-tree levels: 1
root buffer cell: clkbuf_8
==> area by class of cell <==
type / count / area (sq um)
clock buffers: 4 / 66.3
well taps: 99 / 124
inverters: 6 / 22.5
repair buffers: 1 / 10.0
flip-flops and latches: 26 / 531
multi-input cells: 87 / 653
fillers: 814 / 5810
==> power by group <==
part	switching, mW	leakage (nW)	internal [mW]	total [mW]
Clock	0.101	0.0339	0.136	0.237
Combinational	0	0.183	0	0.000000183
Sequential	0	0.213	0.325	0.325
==> cell families after synthesis <==
group / Yosys count / synth area share
DFF: 26 / 0.440
xor gates and xnor gates: 20 / 0.145
AOI/OAI and AO/OA: 4 / 0.0207
and+or+nand+nor: 59 / 0.338
muxes: 2 / 0.0166
adders and majority gates: 2 / 0.0207
buffers and inverters: 6 / 0.0187
==> per-stage QoR <==
stage | power [mW] | util
floorplan | 0.333 | -
global placement | 0.333 | 0.186
detailed placement | 0.333 | 0.186
CTS | 0.569 | 0.195
finish | 0.562 | 0.195
global route | 0.580 | 0.195
==> sequential cells by signal (all words and copies together), names as in the netlist <==
| signal | count |
|---|---|
| outClock | 1 |
| counter | 25 |
==> critical path, cell delays in order, from the launching register on <==
cell     delay, ns
dfxtp_1       0.38
inv_1         0.08
ha_1          0.13
nor4b_1       0.40
nand3_1       0.21
nor2_4        0.24
==> per-layer routing <==
| layer | up-vias | wire length (um) | global-route usage |
|---|---|---|---|
| met2 | 5 | 864 | 0.0534 |
| met1 | 356 | 1010 | 0.0519 |
| li1 | 432 | - | - |
| met3 | 4 | 31 | 0.00673 |
| met4 | 0 | 47 | 0.0106 |
| met5 | - | 0 | 0 |
==> cells in the final DEF (no fill, tap or decap), types with 3 or more instances in the layout <==
cell and n:
nor2_1 10, and4_1 4, dfxtp_1 25, xor2_1 4, o21ai_1 3, clkbuf_8 3, nand4_1 6, inv_1 6
and3_1 3, xnor2_1 16, nand3_1 15
==> how the worst max path moves through the flow <==
stage | startpoint | to | slack [ns] | cells past startpoint
6_report | counter[0] | outClock | 1.45 | 5
4_1_cts | counter[0] | outClock | 1.40 | 5
5_1_grt | counter[0] | outClock | 1.25 | 5
No activity file was given, so power comes from the tool's default toggle rates.
